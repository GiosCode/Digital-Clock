## flow/design.v

```verilog
`timescale 1ns / 1ps
module DigitalClock(input clk,
							input [3:0] PB,
							input [7:0] DSW,
							output reg setupMode,
							output reg [3:0]hourUpper,
							output reg [3:0]hourLower,
							output reg [3:0]minuteUpper,
							output reg [3:0]minuteLower,
							output reg [5:0]secondCounter,
							output reg [1:0]loc);
	parameter HALFSEC = 24999999;
	parameter SECOND  = 49999999;
	parameter FIRSTDIGIT  = 3'b000;
	parameter SECONDDIGIT = 3'b001;
	parameter THIRDDIGIT  = 3'b010;
	parameter FOURTHDIGIT = 3'b011;
	parameter SETTIME     = 3'b100;
	reg [3:0] selectDigit = FIRSTDIGIT;
	reg timeSetup = 0; 
	reg [3:0] hourUpperTMP;
	reg [3:0] hourLowerTMP;
	reg [3:0] minuteUpperTMP;
	reg [3:0] minuteLowerTMP;
	integer secTicks = 0;	
	always @(posedge clk) begin
		if(secTicks == SECOND) begin
			secTicks <= 0;
			if(secondCounter == 60) begin
				secondCounter <= 1;
				if(minuteLower == 9) begin
					minuteLower <= 1;
					if(minuteUpper == 5) begin
						minuteUpper <= 1;
						if(hourLower == 4)begin
							hourLower <= 1;
							if(hourUpper == 2) begin
								hourUpper   <= 0;
								hourLower   <= 0;
								minuteLower <= 0;
								minuteUpper <= 0;
							end
							else hourUpper <= hourUpper +1;
						end
						else hourLower <= hourLower + 1;
					end
					else minuteUpper <= minuteUpper +1;
				end
				else minuteLower <= minuteLower + 1;
			end
			else secondCounter <= secondCounter + 1;
		end
		else secTicks <= secTicks + 1;
		if(timeSetup == 0) begin 
		setupMode <= 1; 
			case(selectDigit)
				FIRSTDIGIT: begin  
				loc <= 2'b00;
				if(DSW[3:0] > 2) begin hourUpperTMP <= 4'b0010; end
				else hourUpperTMP <= DSW[3:0];
				if(~PB[0]) selectDigit <= SECONDDIGIT;
				end
				SECONDDIGIT: begin 
				loc <= 2'b01;
				if(DSW[3:0] > 4) begin hourLowerTMP <= 4'b0100; end
				else hourLowerTMP <= DSW[3:0];
				if(~PB[1]) selectDigit <= THIRDDIGIT;
				end
				THIRDDIGIT: begin  
				loc <= 2'b10;
				if(DSW[3:0] > 5) begin minuteUpperTMP <= 4'b0101; end
				else minuteUpperTMP <= DSW[3:0];
				if(~PB[2]) selectDigit <= FOURTHDIGIT;			
				end
				FOURTHDIGIT: begin 
				loc <= 2'b11;
				if(DSW[3:0] > 9) begin minuteLowerTMP <= 4'b1001; end
				else minuteLowerTMP <= DSW[3:0];
				if(~PB[3]) selectDigit <= SETTIME;
				end
				SETTIME    : begin
				hourUpper   <= hourUpperTMP;
				hourLower   <= hourLowerTMP;
				minuteUpper <= minuteUpperTMP;
				minuteLower <= minuteLowerTMP;
				secondCounter <=0;  
				timeSetup <= 1; 
				end
			endcase
		end
	end
endmodule
`timescale 1ns / 1ps
module DisplayDriver(input clk,
							input [1:0]mode,
							input [3:0]minutesLower,
							input [3:0]minutesUpper,
							input [3:0]hoursLower,
							input [3:0]hoursUpper,
							input [1:0] location,
							output reg [7:0] SSEG,
							output reg [3:0] SSEGD,
							output reg SSEG_COL);
	parameter SETUP   = 2'b00;
	parameter TIME24  = 2'b01;
	parameter SECONDS = 2'b10;
	parameter TIME12  = 2'b11;
	parameter FIRSTDIGIT = 2'b00;
	parameter SECONDDIGIT = 2'b01;
	parameter THIRDDIGIT = 2'b10;
	parameter FOURTHDIGIT = 2'b11;
	parameter ZERO  = 8'b11000000;
	parameter ONE   = 8'b11111001;
	parameter TWO   = 8'b10100100;
	parameter THREE = 8'b10110000;
	parameter FOUR  = 8'b10011001;
	parameter FIVE  = 8'b10010010;
	parameter SIX   = 8'b10000010;
	parameter SEVEN = 8'b11111000;
	parameter EIGHT = 8'b10000000;
	parameter NINE  = 8'b10011000;
	reg [1:0] currentDigit = FIRSTDIGIT;
	reg flag;
	reg [31:0] scaledClock;
	always@(posedge clk) begin
		scaledClock <= scaledClock +1;
		if(scaledClock == 1000000/8) begin
		flag <= ~flag;
		scaledClock <=0;
		end
	end
	always@(posedge flag) begin
		case(mode)
		SETUP: begin
		SSEG_COL <= 0;
			case(currentDigit)
			FIRSTDIGIT: begin
				SSEGD <= 4'b1110;
					case(hoursUpper)
					0:SSEG <= ZERO;
					1:SSEG <= ONE;
					2:SSEG <= TWO;
					3:SSEG <= THREE;
					4:SSEG <= FOUR;
					5:SSEG <= FIVE;
					6:SSEG <= SIX;
					7:SSEG <= SEVEN;
					8:SSEG <= EIGHT;
					9:SSEG <= NINE;
					default:SSEG <=8'b11111111;
					endcase
				currentDigit <= SECONDDIGIT;
			end
			SECONDDIGIT: begin
				SSEGD <= 4'b1101;
					case(hoursLower)
					0:SSEG <= ZERO;
					1:SSEG <= ONE;
					2:SSEG <= TWO;
					3:SSEG <= THREE;
					4:SSEG <= FOUR;
					5:SSEG <= FIVE;
					6:SSEG <= SIX;
					7:SSEG <= SEVEN;
					8:SSEG <= EIGHT;
					9:SSEG <= NINE;
					default: SSEG <= 8'b00000000;
					endcase
				currentDigit <= THIRDDIGIT; 
			end
			THIRDDIGIT: begin
				SSEGD <= 4'b1011;
				case(minutesUpper)
					0:SSEG <= ZERO;
					1:SSEG <= ONE;
					2:SSEG <= TWO;
					3:SSEG <= THREE;
					4:SSEG <= FOUR;
					5:SSEG <= FIVE;
					6:SSEG <= SIX;
					7:SSEG <= SEVEN;
					8:SSEG <= EIGHT;
					9:SSEG <= NINE;
					default: SSEG <= 8'b00000000;
				endcase
				currentDigit <= FOURTHDIGIT;
			end
			FOURTHDIGIT: begin
				SSEGD <= 4'b0111;
				case(minutesLower)
					0:SSEG <= ZERO;
					1:SSEG <= ONE;
					2:SSEG <= TWO;
					3:SSEG <= THREE;
					4:SSEG <= FOUR;
					5:SSEG <= FIVE;
					6:SSEG <= SIX;
					7:SSEG <= SEVEN;
					8:SSEG <= EIGHT;
					9:SSEG <= NINE;
					default: SSEG <= 8'b00000000;
				endcase
				currentDigit <= FIRSTDIGIT;
			end
			default: SSEG <= 8'b11111111; 
			endcase
		end
		TIME24: begin
		SSEG_COL <= 0;
			case (currentDigit)
			FIRSTDIGIT: begin
			SSEGD <= 4'b1110;
				case(hoursUpper)
					0:SSEG <= ZERO;
					1:SSEG <= ONE;
					2:SSEG <= TWO;
					3:SSEG <= THREE;
					4:SSEG <= FOUR;
					5:SSEG <= FIVE;
					6:SSEG <= SIX;
					7:SSEG <= SEVEN;
					8:SSEG <= EIGHT;
					9:SSEG <= NINE;
					default: SSEG <= 8'b00000000;
					endcase
			currentDigit <= SECONDDIGIT;
			end
			SECONDDIGIT: begin
			SSEGD <= 4'b1101;
				case(hoursLower)
					0:SSEG <= ZERO;
					1:SSEG <= ONE;
					2:SSEG <= TWO;
					3:SSEG <= THREE;
					4:SSEG <= FOUR;
					5:SSEG <= FIVE;
					6:SSEG <= SIX;
					7:SSEG <= SEVEN;
					8:SSEG <= EIGHT;
					9:SSEG <= NINE;
					default: SSEG <= 8'b00000000;
					endcase
			currentDigit <= THIRDDIGIT;
			end
			THIRDDIGIT: begin
			SSEGD <= 4'b1011;
				case(minutesUpper)
					0:SSEG <= ZERO;
					1:SSEG <= ONE;
					2:SSEG <= TWO;
					3:SSEG <= THREE;
					4:SSEG <= FOUR;
					5:SSEG <= FIVE;
					6:SSEG <= SIX;
					7:SSEG <= SEVEN;
					8:SSEG <= EIGHT;
					9:SSEG <= NINE;
					default: SSEG <= 8'b00000000;
				endcase
				currentDigit <= FOURTHDIGIT;
			end
			FOURTHDIGIT: begin
			SSEGD <= 4'b0111;
					case(minutesLower)
						0:SSEG <= ZERO;
						1:SSEG <= ONE;
						2:SSEG <= TWO;
						3:SSEG <= THREE;
						4:SSEG <= FOUR;
						5:SSEG <= FIVE;
						6:SSEG <= SIX;
						7:SSEG <= SEVEN;
						8:SSEG <= EIGHT;
						9:SSEG <= NINE;
						default: SSEG <= 8'b00000000;
					endcase
			currentDigit <= FIRSTDIGIT;
			end
			default: SSEG <= 8'b00000000; 
			endcase
		end
		default: SSEG <= 8'b00000000; 
		endcase
	end
endmodule
`timescale 1ns / 1ps
module ModeSelect(input setUp,
						input [3:0]buttons,
						output reg [1:0]mode);
parameter SETUP   = 2'b00;
parameter TIME24  = 2'b01;
parameter SECONDS = 2'b10;
parameter TIME12  = 2'b11;
always @* begin
	if(setUp == 1) begin mode <= SETUP; end
	else begin
		case(buttons)
		4'b1110:  mode <= TIME24;  
		endcase
	end
end
endmodule
`timescale 1ns / 1ps
module top(input M_CLOCK,
				input [3:0] IO_PB,
				input [7:0] IO_DSW,
				output [7:0]IO_SSEG,
				output [3:0]IO_SSEGD,
				output IO_SSEG_COL,
				output prob);
wire DCsetupMode;
wire [3:0]DChourUpper;
wire [3:0]DChourLower;
wire [3:0]DCminuteUpper;
wire [3:0]DCminuteLower;
wire [5:0]DCsecondCounter;
wire [1:0]DClocation;
wire [1:0]MSmode;
wire [7:0] DDSSEG;
wire [3:0] DDSSEGD;
wire DDSSEG_COL;
	DigitalClock DC0(.clk(M_CLOCK),
		.PB(IO_PB),
		.DSW(IO_DSW),
		.setupMode(DCsetupMode),
		.hourUpper(DChourUpper),
		.hourLower(DChourLower),
		.minuteUpper(DCminuteUpper),
		.minuteLower(DCminuteLower),
		.secondCounter(DCsecondCounter),
		.loc(DClocation));
	ModeSelect MS0(.setUp(DCsetupMode),
		.buttons(IO_PB),
		.mode(MSmode));
	DisplayDriver DD0(.clk(M_CLOCK),
		.mode(MSmode),
		.minutesLower(DCminuteLower),
		.minutesUpper(DCminuteUpper),
		.hoursLower(DChourLower),
		.hoursUpper(DChourUpper),
		.location(DClocation),
		.SSEG(DDSSEG),
		.SSEGD(DDSSEGD),
		.SSEG_COL(DDSSEG_COL));
	assign IO_SSEG = DDSSEG;
	assign IO_SSEGD = DDSSEGD;
	assign IO_SSEG_COL = DDSSEG_COL;
	assign  prob = DCsecondCounter;
endmodule
```

## flow/run.sh

```bash
#!/bin/bash
# OpenROAD 26Q1-2900-gdf79404cd8, Yosys 0.63+post, stock flow scripts
make -C /OpenROAD-flow-scripts/flow DESIGN_CONFIG=/design/flow/config.mk WORK_HOME=/design/flow/orfs finish
```

## flow/config.mk

```make
export PLATFORM = sky130hd
export DESIGN_NAME = top
export DESIGN_NICKNAME = top
export VERILOG_FILES = /design/flow/design.v
export SDC_FILE = /design/flow/constraint.sdc
export NUM_CORES = 4
export LEC_CHECK = 1
export CORE_UTILIZATION = 40
```

## flow/constraint.sdc

```tcl
current_design top

set clk_period 5.4
set clk_io_pct 0.2

create_clock -name clk0 -period $clk_period [get_ports {M_CLOCK}]

set non_clock_inputs [all_inputs -no_clocks]
set_input_delay [expr $clk_period * $clk_io_pct] -clock clk0 $non_clock_inputs
set_output_delay [expr $clk_period * $clk_io_pct] -clock clk0 [all_outputs]
```

==> CHANGELOG.md <==
## Implementation

* Finished Cell Area at 7740 sq um
* Post-CTS Hold Buffers at 0
* Global route overflow at 0
* Critical path's most frequent cell: a21oi_1
* Worst Path Max Fanout at 7
* Slew headroom at 45.49%
* Initial Util at 41.44%
* Hold slack final at 444.0 ps
* Row cnt at 46
* Period utilization at 60.82%
* Ys async rst share at 0%
* Initial antenna violation count at 0
* Largest net degree at the start of global routing at 24
* DRC errors left at 0
* Ys flops at 152
* Avg WL per Cell at 12.95 microns
* Post-synthesis cell count at 680
* Slew Limit Fails at 0
* Post-DRT Antenna Nets at 0
* WP data arrival at 3630 ps
* Vias per cell at 4.957
* Status: finished clean
* CP cell instances: nor4_2 > nand3_1 > nor4_1 > buf_4 > or3b_2 > nand2_1 > nor2_1 > or2_2 > ha_1 > inv_1 > a21oi_1 > a31o_2 > a21oi_1
* Layout area overhead at 16.30%
* Top cells by area: dfxtp_1, edfxtp_1, ha_1
* Count of tool warnings at 52
* Slowest stage delay, CP at 440 ps
* Core area at 16,060 sq um
* DIE AREA at 17,160 sq um
* WL final at 12.19 mm
* Number of global-route vias before repair at 4,457
* Most common reg cell: dfxtp_1
* Clock Tree Root: clkbuf_16
* Number of synthesized flops with an enable pin at 20
* Period minus WS final at 3284 ps
* Die W at 131.0 microns
* Hpwl dp at 8.698 mm
* I/O Buffers at 21
* Worst IR drop on VDD at 0.0002442 V
* Crit Path Class: reg -> reg
* Critical Path End Type: register
* Diode count at 0
* Register pins left without a clock at 14
* Yosys Instances at 680
* Pwr Total at 2.562 mW
* Setup TNS at 0 ps
* # resized after CTS at 0
* Vias at 4,665
* Hold Fails Final Rpt at 0
* Yosys cell types at 64
* Yosys top cell by area: dfxtp_1
* Routability congestion estimate from global placement at 0.8676
* Endpoints left unconstrained at 26
* Pwr Density at 331.0 nW/um^2
* Post-DP Area at 7133 sq um
* Clk buf depth at 2
* Max Cap Violations at 0
* Pre-Repair DR Iteration Count at 5
* Switch share at 25.00%
* 1st-iter DRT viols at 235
* Fmax at 304.5 MHz
* Filler Cells Inserted at 1,402
* IO Pins at 27
* Seq/Total Area, Yosys at 48.73%
* H-Tree Depth at 4
* Worst slew pin tran at 814.6 ps
* Share of the synthesized area in the top cell type at 39.71%
* Cts bufs inserted at 17
* Reg clk slew, reported paths at 60 ps
* Internal cell power at 1.921 mW
* Worst path slowest cell: nor4_2
* Tot GR Track Use at 15.80%
* Synthesis Warnings at 3
* Leak pwr at 3.040 nW
* Net switching power at 640.6 uW
* CP Launch Type: register
* Cell Area, Synth at 6655 sq um
* Comb pwr share at 9.4%
* Min-Delay Path Class: reg -> reg
* Clock Power Share at 45.9%
* YS chip area at 6655 sq um
* Die height at 131.0 microns
* # Post-CTS Setup Buffers at 0
* First-pass GRT wire length at 20.79 mm
* Final worst clock skew at 13.49 ps
* Sequential share of power at 44.8%
* Final setup violating endpoints at 0
* Layout cell share with drive strength beyond 1 at 8.966%
* CTS tree: built
* Synthesized area per cell at 9.787 sq um
* RSZ-0062 raised after global routing: no
* Worst path required time at 5750 ps
* Worst-Skew Late Latency at 420 ps
layout make-up:
class                           instances  area, sq um  share of cell area, %
Clock buffer                           19        454.2                  5.868
Clock inverter                         13        152.6                  1.972
Inverter                               35        136.4                  1.762
Multi-Input combinational cell        479         3228                  41.71
Sequential cell                       152         3243                  41.90
Tap cell                              216        270.3                  3.492
Timing Repair Buffer                   27        255.2                  3.298
worst max-delay path: cells and delay by family, from the launching register on:
kind / cells / cell delay (ps)
compound gates: 3 / 390
fa+ha+maj: 1 / 200
buf+inv: 2 / 270
flops: 1 / 340
simple gates: 7 / 2010
path summary, 6_finish.rpt:
path                                from  slack, ps                         end  depth (start not counted)
min           DC0.secTicks[0]$_SDFF_PN0_        440  DC0.secTicks[0]$_SDFF_PN0_                          1
min reg2reg   DC0.secTicks[0]$_SDFF_PN0_        440  DC0.secTicks[0]$_SDFF_PN0_                          1
max reg2reg  DC0.secTicks[28]$_SDFF_PN0_       2120                    register                         13
max          DC0.secTicks[28]$_SDFF_PN0_       2120                    register                         13
power by group through the flow:
| stage | clock [mW] | combinational, mW | sequential [mW] |
|---|---|---|---|
| 5_1_grt | 1.25 | 0.275 | 1.15 |
| 4_1_cts | 1.20 | 0.240 | 1.15 |
| 6_report | 1.18 | 0.240 | 1.15 |
cells by family after synthesis:
| kind of cell | count (synthesis) | synth area share, % |
|---|---|---|
| and+or+nand+nor | 284 | 23.07 |
| DFF | 152 | 48.73 |
| AOI/OAI and AO/OA | 80 | 8.254 |
| xor gates and xnor gates | 64 | 8.423 |
| buffers and inverters | 53 | 3.140 |
| adders and majority gates | 32 | 6.016 |
| muxes | 14 | 2.313 |
| other | 1 | 0.05635 |
Yosys cell counts, drive strengths merged (6+ instances only):
cell,instances
o21ai,21
xor2,29
and3,18
edfxtp,20
nand2b,7
a21oi,21
and2,12
dfxtp,132
a222oi,7
nor2,72
nor3b,6
nand3,35
nor2b,7
clkbuf,12
inv,34
or3,7
nor3,13
nand2,52
nand4,17
mux2i,12
ha,32
buf,6
nor4,11
xnor2,35
layer usage:
metal / vias to the layer above / share of wire (%) / track usage [%]
met4: 0 / 1.6 / 3.178
met3: 10 / 3.9 / 3.400
met2: 60 / 43 / 23.72
li1: 2441 / - / -
met1: 2154 / 51 / 24.31
met5: - / 0 / 0
stage by stage:
step / std cells / util (%) / setup WS, ps
2_1_floorplan: 684 / - / 2422
3_3_place_gp: 909 / 44.42 / 2159
3_5_place_dp: 909 / 44.42 / 2125
4_1_cts: 941 / 48.20 / 2088
5_1_grt: 941 / 48.20 / 1875
6_report: 941 / 48.20 / 2116
placed cells by master (no fill, tap or decap), types with 6 or more instances in the layout:
cell and n:
or3_1 7, nand2_1 51, inv_6 6, a222oi_1 7
nand4_1 16, ha_1 32, and3_1 18, nor2b_1 7
dfxtp_1 132, nor2_1 72, and2_1 12, nand3_1 34
buf_4 6, nor3_1 11, clkdlybuf4s50_1 21, xnor2_1 35
edfxtp_1 20, nand2b_1 7, o21ai_0 17, nor3b_1 6
mux2i_1 12, xor2_1 29, a21oi_1 21, nor4_1 8
clkbuf_16 18, inv_1 34
Power figures rest on the tool's default switching activity, not on a simulated workload.
